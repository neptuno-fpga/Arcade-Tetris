$ cat /design/flow/run.sh
#!/bin/bash
# OpenROAD 26Q1-2900-gdf79404cd8, Yosys 0.63+post, stock flow scripts
make -C /OpenROAD-flow-scripts/flow DESIGN_CONFIG=/design/flow/config.mk WORK_HOME=/design/flow/orfs finish
$ cat /design/flow/config.mk
export PLATFORM = sky130hd
export DESIGN_NAME = hdmidataencoder
export DESIGN_NICKNAME = hdmidataencoder
export VERILOG_FILES = /design/flow/design.v
export SDC_FILE = /design/flow/constraint.sdc
export NUM_CORES = 4
export LEC_CHECK = 1
export CORE_AREA = 10 10 112 112
export DIE_AREA = 0 0 122 122
$ cat /design/flow/constraint.sdc
current_design hdmidataencoder

set clk_period 2.3
set clk_io_pct 0.2

create_clock -name clk0 -period $clk_period [get_ports {i_pixclk}]

set non_clock_inputs [all_inputs -no_clocks]
set_input_delay [expr $clk_period * $clk_io_pct] -clock clk0 $non_clock_inputs
set_output_delay [expr $clk_period * $clk_io_pct] -clock clk0 [all_outputs]
$ cat /design/flow/design.v
module hdmidataencoder 
#(parameter FREQ=27000000, FS=48000, CTS=27000, N=6144) 
(
	input 			i_pixclk,
	input 			i_hSync,
	input 			i_vSync,
	input 			i_blank,
	input i_audio_enable,
	input [15:0] 	i_audioL,
	input [15:0] 	i_audioR,	
	output [3:0] 	o_d0,
	output [3:0] 	o_d1,
	output [3:0] 	o_d2,
	output 			o_data
);
localparam [191:0] channelStatus = (FS == 48000)?192'hc202004004:(FS == 44100)?192'hc200004004:192'hc203004004;
localparam [55:0] audioRegenPacket = {N[7:0], N[15:8], 8'h00, CTS[7:0], CTS[15:8], 16'h0000};
reg [23:0] audioPacketHeader;
reg [55:0] audioSubPacket[3:0];
reg [7:0] channelStatusIdx;
reg [16:0] audioTimer;
reg [16:0] ctsTimer;
reg [1:0] samplesHead;
reg [3:0] dataChannel0;
reg [3:0] dataChannel1;
reg [3:0] dataChannel2;
reg [23:0] packetHeader;
reg [55:0] subpacket[3:0];
reg [7:0] bchHdr;
reg [7:0] bchCode [3:0];
reg [4:0] dataOffset;
reg tercData;
reg [15:0] audioRAvg;
reg [15:0] audioLAvg;
reg [15:0] counterX;
reg firstHSyncChange;
reg oddLine;
reg prevHSync;
reg prevBlank;
reg allowGeneration;
initial
begin
	audioPacketHeader<=0;
	audioSubPacket[0]<=0;
	audioSubPacket[1]<=0;
	audioSubPacket[2]<=0;
	audioSubPacket[3]<=0;
	channelStatusIdx<=0;
	audioTimer<=0;
	samplesHead<=0;
	ctsTimer = 0;
	dataChannel0<=0;
	dataChannel1<=0;
	dataChannel2<=0;
	packetHeader<=0;
	subpacket[0]<=0;
	subpacket[1]<=0;
	subpacket[2]<=0;
	subpacket[3]<=0;
	bchHdr<=0;
	bchCode[0]<=0;
	bchCode[1]<=0;
	bchCode[2]<=0;
	bchCode[3]<=0;
	dataOffset<=0;
	tercData<=0;
	oddLine<=0;
	counterX<=0;
	prevHSync = 0;
	prevBlank = 0;
	firstHSyncChange = 0;
	allowGeneration = 0;
	audioRAvg = 0;
	audioLAvg = 0;
end
function [7:0] ECCcode;	 
	input [7:0] code;
	input bita;
	input passthroughData;
	begin
		ECCcode = (code<<1) ^ (((code[7]^bita) && passthroughData)?(1+(1<<6)+(1<<7)):0);
	end
endfunction
task ECCu;
	output outbit;
	inout [7:0] code;
	input bita;
	input passthroughData;
	begin
		outbit <= passthroughData?bita:code[7];
		code <= ECCcode(code, bita, passthroughData);
	end
endtask
task ECC2u;
	output outbita;
	output outbitb;
	inout [7:0] code;
	input bita;
	input bitb;
	input passthroughData;
	begin
		outbita <= passthroughData?bita:code[7];
		outbitb <= passthroughData?bitb:(code[6]^(((code[7]^bita) && passthroughData)?1'b1:1'b0));
		code <= ECCcode(ECCcode(code, bita, passthroughData), bitb, passthroughData);
	end
endtask
task SendPacket;
	inout [32:0] pckHeader;
	inout [55:0] pckData0;
	inout [55:0] pckData1;
	inout [55:0] pckData2;
	inout [55:0] pckData3;
	input firstPacket;
begin
	dataChannel0[0]<=i_hSync;
	dataChannel0[1]<=i_vSync;
	dataChannel0[3]<=(!firstPacket || dataOffset)?1'b1:1'b0;
	ECCu(dataChannel0[2], bchHdr, pckHeader[0], dataOffset<24?1'b1:1'b0);
	ECC2u(dataChannel1[0], dataChannel2[0], bchCode[0], pckData0[0], pckData0[1], dataOffset<28?1'b1:1'b0);
	ECC2u(dataChannel1[1], dataChannel2[1], bchCode[1], pckData1[0], pckData1[1], dataOffset<28?1'b1:1'b0);
	ECC2u(dataChannel1[2], dataChannel2[2], bchCode[2], pckData2[0], pckData2[1], dataOffset<28?1'b1:1'b0);
	ECC2u(dataChannel1[3], dataChannel2[3], bchCode[3], pckData3[0], pckData3[1], dataOffset<28?1'b1:1'b0);
	pckHeader<=pckHeader[23:1];
	pckData0<=pckData0[55:2];
	pckData1<=pckData1[55:2];
	pckData2<=pckData2[55:2];
	pckData3<=pckData3[55:2];
	dataOffset<=dataOffset+5'b1;
end
endtask
task InfoGen;
	inout [16:0] _timer;
begin
	if (_timer >= CTS) begin
		packetHeader<=24'h000001;	 
		subpacket[0]<=audioRegenPacket;
		subpacket[1]<=audioRegenPacket;
		subpacket[2]<=audioRegenPacket;
		subpacket[3]<=audioRegenPacket;
		_timer <= _timer - CTS + 1;
	end else begin
		if (!oddLine) begin
			packetHeader<=24'h0D0282;	 
			subpacket[0]<=56'h00000000191046;
			subpacket[1]<=56'h00000000000000;
		end else begin
			packetHeader<=24'h0A0184;	 
			subpacket[0]<=56'h00000000001160;
			subpacket[1]<=56'h00000000000000;
		end
		subpacket[2]<=56'h00000000000000;
		subpacket[3]<=56'h00000000000000;
	end			
end
endtask
task AproximateAudio;
begin
	audioLAvg <= i_audioL;
	audioRAvg <= i_audioR;
end
endtask
task AudioGen;
begin
	if (!( allowGeneration && counterX >= 32 && counterX < 64)) begin
		if (audioTimer>=FREQ/1000) begin
			audioTimer<=audioTimer-FREQ/1000+FS/1000;
			audioPacketHeader<=audioPacketHeader|24'h000002|((channelStatusIdx==0?24'h100100:24'h000100)<<samplesHead);
			audioSubPacket[samplesHead]<=((audioLAvg<<8)|(audioRAvg<<32)
								|((^audioLAvg)?56'h08000000000000:56'h0)	 
								|((^audioRAvg)?56'h80000000000000:56'h0))	 
								^(channelStatus[channelStatusIdx]?56'hCC000000000000:56'h0);  
			if (channelStatusIdx<191)
				channelStatusIdx<=channelStatusIdx+8'd1;
			else
				channelStatusIdx<=0;
			samplesHead<=samplesHead+2'd1;
		end else begin
			audioTimer<=audioTimer+FS/1000;
			AproximateAudio();
		end
	end else begin
		audioTimer<=audioTimer+FS/1000;
		AproximateAudio();		
		samplesHead<=0;
	end
end
endtask
task SendPackets;
	inout dataEnable;
begin
	if (counterX<32) begin
		dataEnable<=1;
		SendPacket(packetHeader, subpacket[0], subpacket[1], subpacket[2], subpacket[3], 1);
	end else if (counterX<64)	begin
		SendPacket(audioPacketHeader, audioSubPacket[0], audioSubPacket[1], audioSubPacket[2], audioSubPacket[3], 0);
	end else begin
		dataEnable<=0;
	end
end
endtask
always @(posedge i_pixclk)
begin
	AudioGen();
	if(allowGeneration & i_audio_enable) begin
		SendPackets(tercData);
	end else begin
		tercData<=0;
   end 	
	ctsTimer <= ctsTimer + 1;	
	if((prevBlank == 0) && (i_blank == 1)) 
		firstHSyncChange <= 1;
	if((prevBlank == 1) && (i_blank == 0)) 
		allowGeneration <= 0;
	if(prevHSync != i_hSync) begin
		if(firstHSyncChange) begin
			InfoGen(ctsTimer);
		   oddLine <= ! oddLine;
		   counterX  <= 0;
			allowGeneration <= 1;
		end else begin
		   counterX  <= counterX + 1;	
		end
		firstHSyncChange <= !firstHSyncChange;
	end else 
		counterX  <= counterX + 1;	
	prevBlank <= i_blank;
	prevHSync <= i_hSync;
end
assign o_d0 = dataChannel0;
assign o_d1 = dataChannel1;
assign o_d2 = dataChannel2;
assign o_data = tercData;
endmodule
==> impl_metrics.xml <==
<?xml version="1.0" encoding="UTF-8"?>
<metrics>
  <group name="clock_network">
    <metric name="cts.repair_timing.setup_buffer_count" unit="">0</metric>
    <metric name="tritoncts.num_buffers" unit="">3</metric>
    <metric name="holdBufCountCts" unit="">0</metric>
    <metric name="ctsHtreeMaxLevel" unit="">1</metric>
    <metric name="clock_sink_count" unit="">28</metric>
    <metric name="worst_skew_pair.late_latency" unit="ns">0.27</metric>
    <metric name="clk_transition_reported_paths" unit="ns">0.08</metric>
    <metric name="clock_tree_from_tritoncts" unit="">yes</metric>
    <metric name="clock_tree.root_cell" unit="">clkbuf_8</metric>
    <metric name="clk_path_buf_depth" unit="">2</metric>
    <metric name="cts-resized-gates" unit="">0</metric>
  </group>
  <group name="setup_path">
    <metric name="reg2reg_to" unit="">dataChannel0[3]</metric>
    <metric name="worst_r2r_path_depth" unit="">4</metric>
    <metric name="critPathArrivalTime" unit="ns">1.81</metric>
    <metric name="critical_path.startpoint_type" unit="">primary input</metric>
    <metric name="path_buffers" unit="">2</metric>
    <metric name="critical_path_cell_by_cell" unit="">clkdlybuf4s50_1 &gt; xor2_1 &gt; and2_1 &gt; buf_4 &gt; nor2_1</metric>
    <metric name="worstSetupPathType" unit="">primary input to flop</metric>
    <metric name="critical-path-top-delay-family" unit="">buffers and inverters</metric>
    <metric name="endpoint_kind" unit="">flop</metric>
    <metric name="worst_path_largest_cell_delay" unit="ns">0.51</metric>
    <metric name="rrSetupSlack" unit="ns">0.70</metric>
    <metric name="cp_slowest_cell" unit="">clkdlybuf4s50_1</metric>
    <metric name="required" unit="ns">2.46</metric>
    <metric name="worstPathMaxFanout" unit="">10</metric>
    <metric name="r2r_start" unit="">dataOffset[0]</metric>
  </group>
  <group name="placement">
    <metric name="place.gp.congestion" unit="">0.771</metric>
    <metric name="post-dp-hpwl" unit="um">1500</metric>
    <metric name="dpl.cell_count" unit="">265</metric>
    <metric name="io_buffers" unit="">7</metric>
    <metric name="preCtsSetupSlack" unit="ns">0.330</metric>
  </group>
  <group name="global_routing">
    <metric name="pin_count_of_the_biggest_net_entering_global_routing" unit="">16</metric>
    <metric name="grt_pass1_wl" unit="um">3370</metric>
    <metric name="total_routing_resource_utilization_after_global_routing" unit="">0.0266</metric>
    <metric name="antenna_found_initial" unit="">0</metric>
    <metric name="grt_overflow" unit="">0</metric>
    <metric name="first_global_vias" unit="">779</metric>
  </group>
  <group name="power">
    <metric name="power_per_cell_area" unit="mW/mm^2">643</metric>
    <metric name="fin_total_pwr" unit="mW">0.989</metric>
    <metric name="ir_drop" unit="uV">296</metric>
    <metric name="power_report.internal_total" unit="mW">0.746</metric>
    <metric name="net-switching-power" unit="mW">0.242</metric>
    <metric name="power_switching_share" unit="">0.245</metric>
    <metric name="p_seq_frac" unit="">0.620</metric>
    <metric name="comb_power_share" unit="">0.114</metric>
    <metric name="cellLeakagePower" unit="nW">0.532</metric>
    <metric name="clkPwrFrac" unit="">0.267</metric>
  </group>
  <group name="detailed_routing">
    <metric name="drt-initial-drc-count" unit="">28</metric>
    <metric name="routed.top_layer" unit="">met4</metric>
    <metric name="met3RoutedLength" unit="um">61</metric>
    <metric name="detail_route.drc_violations" unit="">0</metric>
    <metric name="routed_wire_length_per_instance" unit="um">7.28</metric>
    <metric name="detail-route-antenna-nets" unit="">0</metric>
    <metric name="met2_length" unit="um">826</metric>
    <metric name="detail_route.vias_per_cell" unit="">2.87</metric>
    <metric name="drt_pass1_iterations" unit="">4</metric>
    <metric name="drt_wl_total" unit="um">1960</metric>
    <metric name="n_diodes" unit="">0</metric>
    <metric name="wl_met1" unit="um">1040</metric>
    <metric name="detailroute.via_count" unit="">773</metric>
  </group>
  <group name="synthesis">
    <metric name="yosys_register_bits" unit="">28</metric>
    <metric name="ys_warns" unit="">22</metric>
    <metric name="sequential_to_total_area_share_from_yosys_stat" unit="">0.505</metric>
    <metric name="top_cell_area_share" unit="">0.295</metric>
    <metric name="synth.yosys.num_cells" unit="">123</metric>
    <metric name="synth-area-yosys" unit="mm^2">0.00129</metric>
    <metric name="synth_top_cell_by_area" unit="">dfxtp_1</metric>
    <metric name="syn_area_per_cell" unit="um^2">10.5</metric>
    <metric name="synth_cell_types" unit="">27</metric>
    <metric name="synthesis.instances" unit="">123</metric>
    <metric name="topCellsByArea" unit="">dfxtp_1, edfxtp_1, xnor2_1, buf_4, nor2_1</metric>
    <metric name="synth.cell_area" unit="mm^2">0.00129</metric>
  </group>
  <group name="final_timing">
    <metric name="rsz0062_at_grt" unit="">no</metric>
    <metric name="fmax" unit="GHz">0.605</metric>
    <metric name="final_min_period_over_clock_period" unit="">0.718</metric>
    <metric name="final_hold_viol_count" unit="">0</metric>
    <metric name="post-route-min-period" unit="ns">1.65</metric>
    <metric name="final_critical_path_setup_slack" unit="ns">0.648</metric>
    <metric name="slew_violations" unit="">0</metric>
    <metric name="clock_skew" unit="ns">0.00847</metric>
    <metric name="sum_of_negative_setup_slack" unit="ns">0</metric>
    <metric name="setup_violations" unit="">0</metric>
  </group>
  <group name="run">
    <metric name="stage_log_warnings" unit="">58</metric>
    <metric name="maxCapViolations" unit="">0</metric>
  </group>
  <group name="floorplan">
    <metric name="die_area" unit="mm^2">0.0149</metric>
    <metric name="std_cell_rows" unit="">37</metric>
    <metric name="floorplan.initialDensity" unit="">0.126</metric>
    <metric name="design.core.area" unit="mm^2">0.0102</metric>
    <metric name="die_width" unit="um">122</metric>
    <metric name="design.portCount" unit="">50</metric>
    <metric name="die_height" unit="um">122</metric>
  </group>
  <group name="layout">
    <metric name="layout_top_cells_excl_fill_tap" unit="">dfxtp_1, nor2_1, xnor2_1, conb_1</metric>
    <metric name="final_cells" unit="">269</metric>
    <metric name="regArea" unit="um^2">651</metric>
    <metric name="final-comb-area" unit="um^2">563</metric>
    <metric name="drive_gt1_frac" unit="">0.105</metric>
    <metric name="layout.filler_cells" unit="">1117</metric>
    <metric name="layout_top_cell_excl_fill_tap" unit="">dfxtp_1</metric>
    <metric name="areaGrowthSynthToFinish" unit="%">19.3</metric>
  </group>
  <group name="outcome">
    <metric name="run_status" unit="">complete, no violations</metric>
  </group>
  <group name="min_path">
    <metric name="worstHoldEndpoint" unit="">allowGeneration</metric>
    <metric name="worstHoldPathCells" unit="">2</metric>
    <metric name="worst_hold_path_type" unit="">flop to flop</metric>
    <metric name="timing.hold.worst.start" unit="">allowGeneration</metric>
  </group>
</metrics>
==> cell usage after synthesis <==
cell type  number
ha_1            3
or4b_1          1
xnor2_1        10
buf_4          10
and4_2          1
conb_1          1
o21ai_0         1
edfxtp_1        9
a211oi_1        1
and3_2          1
dfxtp_1        19
nand2_1         6
nor3_1          3
buf_2           2
nand4_1         2
nor4_1          2
nand3_1         9
a21o_1          1
or3_1           1
inv_1           6
a31o_1          1
nor2_2          2
xor2_1          7
nand4_4         2
nor2_1         17
and2_1          2
nor4_2          3
==> stage by stage <==
step / instance area [um^2] / hold slack, ns / utilization
3_5_place_dp: 1490 / 0.469 / 0.146
4_1_cts: 1540 / 0.489 / 0.150
3_3_place_gp: 1490 / 0.456 / 0.146
2_1_floorplan: 1320 / 0.440 / -
5_1_grt: 1540 / 0.517 / 0.150
6_report: 1540 / 0.481 / 0.150
==> logic make-up after synthesis <==
family / synth area share
xor gates and xnor gates: 0.116
and+or+nand+nor: 0.241
other: 0.00291
DFF: 0.505
AOI/OAI and AO/OA: 0.0224
buffers and inverters: 0.0836
adders and majority gates: 0.0292
==> routing by layer <==
metal  global-route usage  vias to the layer above
li1                     -                      419
met5                    0                        -
met3              0.00657                        2
met1               0.0388                      335
met2               0.0397                       17
met4              0.00447                        0
==> worst reg2reg max path, stage by stage (launching register included) <==
cell	delay [ns]
edfxtp_1	0.42
inv_1	0.09
ha_1	0.14
or4b_1	0.41
or3_1	0.31
==> worst max-delay path by stage <==
stage	startpoint	end	slack, ns	cells after the start
CTS	i_hSync	counterX[2]	0.63	5
finish	i_hSync	counterX[0]	0.65	5
global route	i_hSync	counterX[1]	0.54	5
==> flip-flops by register name, summed over array words and instances, names as in the netlist <==
name / count
allowGeneration: 1
prevHSync: 1
dataOffset: 5
prevBlank: 1
firstHSyncChange: 1
dataChannel0: 3
counterX: 16
==> cell type report <==
class                           instances  area share
Sequential cell                        28       0.423
Multi-Input combinational cell         86       0.366
Tap cell                              136       0.111
Timing Repair Buffer                    9      0.0554
Clock buffer                            4      0.0293
Inverter                                6      0.0147
==> power by group through the flow <==
stage                 Clock [mW]  Sequential, mW  Combinational, mW
after CTS                  0.274           0.613              0.115
after global routing       0.292           0.623              0.131
final                      0.264           0.613              0.112
Power and IR drop assume default switching activity.
