File: design/flow/design.v
module i2s
#(
	parameter AUDIO_DW = 16
)
(
	input      reset,
	input      clk,
	input      ce,
	output reg sclk,
	output reg lrclk,
	output reg sdata,
	input [AUDIO_DW-1:0]	left_chan,
	input [AUDIO_DW-1:0]	right_chan
);
always @(posedge clk) begin
	reg  [7:0] bit_cnt;
	reg msclk;
	reg [AUDIO_DW-1:0] left;
	reg [AUDIO_DW-1:0] right;
	if (reset) begin
		bit_cnt <= 1;
		lrclk   <= 1;
		sclk    <= 1;
		msclk   <= 1;
	end
	else begin
		sclk <= msclk;
		if(ce) begin
			msclk <= ~msclk;
			if(msclk) begin
				if(bit_cnt >= AUDIO_DW) begin
					bit_cnt <= 1;
					lrclk <= ~lrclk;
					if(lrclk) begin
						left  <= left_chan;
						right <= right_chan;
					end
				end
				else begin
					bit_cnt <= bit_cnt + 1'd1;
				end
				sdata <= lrclk ? right[AUDIO_DW - bit_cnt] : left[AUDIO_DW - bit_cnt];
			end
		end
	end
end
endmodule
module i2s_audio_out
#(
	parameter CLK_RATE = 50000000
)
(
	input        reset,
	input        clk,
	input        sample_rate,
	input [15:0] left_in,
	input [15:0] right_in,
	output       i2s_bclk,
	output       i2s_lrclk,
	output       i2s_data,
   output       spdif,
	output       dac_l,
	output       dac_r
);
localparam AUDIO_RATE = 48000;
localparam AUDIO_DW = 16;
localparam CE_RATE = AUDIO_RATE*AUDIO_DW*8;
localparam FILTER_DIV = (CE_RATE/(AUDIO_RATE*32))-1;
wire [31:0] real_ce = sample_rate ? {CE_RATE[30:0],1'b0} : CE_RATE[31:0];
reg mclk_ce;
always @(posedge clk) begin
	reg [31:0] cnt;
	mclk_ce <= 0;
	cnt = cnt + real_ce;
	if(cnt >= CLK_RATE) begin
		cnt = cnt - CLK_RATE;
		mclk_ce <= 1;
	end
end
reg i2s_ce;
always @(posedge clk) begin
	reg div;
	i2s_ce <= 0;
	if(mclk_ce) begin
		div <= ~div;
		i2s_ce <= div;
	end
end
reg lpf_ce;
always @(posedge clk) begin
	integer div;
	lpf_ce <= 0;
	if(mclk_ce) begin
		div <= div + 1;
		if(div == FILTER_DIV) begin
			div <= 0;
			lpf_ce <= 1;
		end
	end
end
i2s i2s
(
	.reset(reset),
	.clk(clk),
	.ce(i2s_ce),
	.sclk(i2s_bclk),
	.lrclk(i2s_lrclk),
	.sdata(i2s_data),
	.left_chan(al),
	.right_chan(ar)
);
wire [15:0] al, ar;
lpf_aud lpf_l
(
   .CLK(clk),
   .CE(lpf_ce),
   .IDATA(left_in),
   .ODATA(al)
);
lpf_aud lpf_r
(
   .CLK(clk),
   .CE(lpf_ce),
   .IDATA(right_in),
   .ODATA(ar)
);
endmodule
module lpf_aud
(
   input         CLK,
   input         CE,
   input  [15:0] IDATA,
   output reg [15:0] ODATA
);
reg [511:0] acc;
reg [20:0] sum;
always @(*) begin
	integer i;
	sum = 0;
	for (i = 0; i < 32; i = i+1) sum = sum + {{5{acc[(i*16)+15]}}, acc[i*16 +:16]};
end
always @(posedge CLK) begin
	if(CE) begin
		acc <= {acc[495:0], IDATA};
		ODATA <= sum[20:5];
	end
end
endmodule
File: design/flow/run.sh
#!/bin/bash
# OpenROAD 26Q1-2900-gdf79404cd8, Yosys 0.63+post, stock flow scripts
make -C /OpenROAD-flow-scripts/flow DESIGN_CONFIG=/design/flow/config.mk WORK_HOME=/design/flow/orfs finish
File: design/flow/config.mk
export PLATFORM = sky130hd
export DESIGN_NAME = i2s_audio_out
export DESIGN_NICKNAME = i2s_audio_out
export VERILOG_FILES = /design/flow/design.v
export SDC_FILE = /design/flow/constraint.sdc
export NUM_CORES = 4
export LEC_CHECK = 1
export CORE_UTILIZATION = 40
File: design/flow/constraint.sdc
current_design i2s_audio_out

set clk_period 37.5
set clk_io_pct 0.2

create_clock -name clk0 -period $clk_period [get_ports {clk}]

set non_clock_inputs [all_inputs -no_clocks]
set_input_delay [expr $clk_period * $clk_io_pct] -clock clk0 $non_clock_inputs
set_output_delay [expr $clk_period * $clk_io_pct] -clock clk0 [all_outputs]
==> metrics.cfg <==
[status]
status=completed

[yosys]
synth_flops=1161
synth_top_area_share_pct=52.76
largest_area_cell=edfxtp_1
yosysWarnings=6
async_flop_share_pct=0
synthCells=4153
ys_cells=4153
synth.distinct_cells=70
ys_seq_share_pct=53.76
edf_count=1129
yosys_area_um2=64250
syn_area_um2=64250
synthTopCellsByArea=edfxtp_1 (53%), fa_1 (30%), inv_1 (7.7%), ha_1 (2.1%), xnor2_1 (1.3%)
synth_top_flop_cell=edfxtp_1
avgSynthCellArea_um2=15.47

[drt]
wl_per_cell_um=13.78
ant_nets=0
post_drt_via_cell_ratio=4.403
dr.pass1.iters=5
drt_iter0_markers=1361
vias=28700
drc=0
wirelength_mm=89.85
antenna-diode-count=0

[clocking]
cts_tree=built
clockBufferDepth=3
htreeDepth=4
clk_pin_slew_ns=0.05
cts_num_sinks=1161
post-cts-setup-buffer-count=0
clk_latency_ns=0.75
cts_buffers=133
cts-resized-gates=0
cts_root_buf=clkbuf_16
hold_buffers=0

[grt]
antenna_found_initial=1
grt_pass1_vias=32580
grt_pass1_wl_mm=160.9
gr-usage-all-layers_pct=13.35
grt_start_max_net_pins=140
grt-ovfl-total=0

[worst_setup_path]
worst_setup_path_start_kind=input pin
worstSetupPathType=input pin to flip-flop
required_ns=38.12
worst_setup_path_end_kind=flip-flop
path_max_fanout=17
worstPathArrival_ns=11.18

[final_layout]
fin_util_pct=45.02
drive_gt1_share_pct=5.239
final_common_cell=inv_1
logic_area_um2=24730
register_area_um2=34550
most-common-layout-cells=inv_1 (1315), edfxtp_1 (1129), fa_1 (972)
synthToLayoutAreaGrowth_pct=11.36
final_area_um2=71550
fillCellCount=13680

[sta]
finalSetupTns_ns=0
max_freq_ghz=0.09467
final-max-slew-violation-count=0
rsz0062_at_grt=no
fin_worst_skew_ns=0.02526
max_slew_margin_pct=43.44
post-route-period-util_pct=28.17
worst_pin_slew_ns=0.8485
holdWs_ns=0.4167
hold_viol=0
finalCriticalPeriod_ns=10.56
setup_violations=0

[die]
dieHeight_um=402.8
boundaryPins=41
initial_core_util_pct=40.43
row_count=146
die_w_um=402.8
die_area_um2=162200
core_um2=158900

[run]
warnings=31
maxCapViolations=0

[hold_path]
hold_path.class=flip-flop to flip-flop

[place]
numPortBuffers=37
post-dp-hpwl_mm=65.10
postPlaceCellArea_um2=67360
gp_congestion=0.8322

[pwr]
power_mw=2.927
peakVddDrop_v=0.00005110
p_per_area_nw_per_um2=40.90
leakage_nw=29.10

## area by class of cell
class                           instances  area share, %
Sequential cell                      1161          48.28
Tap cell                             2072          3.623
Clock inverter                         65         0.7327
Timing Repair Buffer                   58         0.7729
Inverter                             1316          6.904
Clock buffer                          178          5.120
Multi-Input combinational cell       1669          34.56
## synthesized netlist by cell type (4+ instances only)
master and count:
inv_1 1315, edfxtp_1 1129, fa_1 972, ha_1 109, xnor2_1 94, nor2_1 90, nand2_1 46, a21oi_1 37
nor3_1 33, xor2_1 33, dfxtp_1 32, nand3_1 28, o21ai_0 22, and3_1 17, o21a_1 16, and2_1 12
nand4_1 12, nor2b_1 12, mux4_2 10, a21o_1 9, a31oi_1 9, or2_2 8, nand2b_1 7, nor4_1 7
a211oi_1 6, or3_1 5, a21boi_0 4, clkbuf_1 4
## through the flow
| stage | setup WS, ns | cells |
|---|---|---|
| finish | 26.94 | 6519 |
| global placement | 26.26 | 6276 |
| CTS | 27.03 | 6519 |
| floorplan | 12.51 | 4155 |
| global route | 26.64 | 6519 |
| detailed placement | 26.23 | 6276 |
## power by group
part	switching, mW	internal (mW)	leakage [nW]
Clock	0.515	0.729	2.05
Combinational	0.0968	0.0904	16.6
Sequential	0.0432	1.45	10.5
Total	0.655	2.27	29.1
## state kept, by name, indices dropped and copies added (netlist names), named ones only
register,cells
i2s.sdata,1
lpf_r.acc,512
lpf_l.ODATA,16
mclk_ce,1
i2s.lrclk,1
lpf_l.acc,512
lpf_r.ODATA,16
i2s_ce,1
i2s.sclk,1
lpf_ce,1
## worst max-delay path, stage by stage
cell and delay (ns):
clkdlybuf4s50_1 0.55, inv_1 0.12, ha_1 0.43, a2111oi_4 0.48
o211a_1 0.28, nor2_1 0.11, a211oi_1 0.46, nand2_1 0.24
a2111oi_4 0.23, buf_4 0.28, inv_2 0.16, and2_1 0.20
xnor2_1 0.12
## worst paths after layout
kind	endpoint	slack, ns	from	cells past startpoint
worst min-delay path	flip-flop	0.42	lpf_r.ODATA[1]$_DFFE_PP_	0
worst min register to register	flip-flop	0.42	lpf_r.ODATA[1]$_DFFE_PP_	0
worst max register to register	lpf_l.ODATA[15]$_DFFE_PP_	27.65	lpf_l.acc[16]$_DFFE_PP_	31
worst max-delay path	flip-flop	26.94	sample_rate	13
## kinds of logic (layout without fill, tap and decap cells)
kind of cell               after synthesis  in the layout  share of synthesized area (%)
AOI/OAI and AO/OA                      150            150                          1.657
buffers and inverters                 1325           1617                          7.760
xor gates and xnor gates               127            127                          1.731
and+or+nand+nor                        295            295                          2.280
muxes                                   13             13                         0.3973
adders and majority gates             1081           1081                          32.41
DFF                                   1161           1161                          53.76
other                                    1              3                       0.005836
## per-layer routing
layer | vias to the layer above | wire length, µm | track usage [%]
li1 | 13370 | - | -
met1 | 14600 | 40020 | 22.90
met4 | 2 | 1758 | 2.115
met2 | 599 | 40660 | 18.31
met5 | - | 13 | 0
met3 | 136 | 7390 | 5.444
Power is estimated from default activity; no workload was simulated.
