==> /design/flow/design.v <==
module scandoubler
(
    input            clk_sys,
    input            scandoubler_disable,
    input      [1:0] scanlines,
    input            ce_x1,
    input            ce_x2,
    input            hs_in,
    input            vs_in,
    input      [COLOR_DEPTH-1:0] r_in,
    input      [COLOR_DEPTH-1:0] g_in,
    input      [COLOR_DEPTH-1:0] b_in,
    output reg       SD_hs_o,
    output reg       SD_vs_o,
    output reg [5:0] SD_r_o,
    output reg [5:0] SD_g_o,
    output reg [5:0] SD_b_o
);
parameter HCNT_WIDTH = 9;
parameter COLOR_DEPTH = 6;
always @(*) 
begin
    if (scandoubler_disable) 
        begin
            if (COLOR_DEPTH == 6) begin
                SD_b_o = b_in[5:0];
                SD_g_o = g_in[5:0];
                SD_r_o = r_in[5:0];
            end else if (COLOR_DEPTH == 2) begin
                SD_b_o = {3{b_in[1:0]}};
                SD_g_o = {3{g_in[1:0]}};
                SD_r_o = {3{r_in[1:0]}};
            end else if (COLOR_DEPTH == 1) begin
                SD_b_o = {6{b_in[0]}};
                SD_g_o = {6{g_in[0]}};
                SD_r_o = {6{r_in[0]}};
            end else begin
                SD_b_o = { b_in[COLOR_DEPTH-1:0], b_in[COLOR_DEPTH-1 -:(6-COLOR_DEPTH)] };
                SD_g_o = { g_in[COLOR_DEPTH-1:0], g_in[COLOR_DEPTH-1 -:(6-COLOR_DEPTH)] };
                SD_r_o = { r_in[COLOR_DEPTH-1:0], r_in[COLOR_DEPTH-1 -:(6-COLOR_DEPTH)] };
            end
            SD_hs_o = hs_in;
            SD_vs_o = vs_in;
       end
   else
       begin
            SD_hs_o = hs_out;
            SD_vs_o = vs_out;
            SD_r_o = r_out;
            SD_g_o = g_out;
            SD_b_o = b_out;
       end
end
reg       hs_out;
reg       vs_out;
reg [5:0] r_out;
reg [5:0] g_out;
reg [5:0] b_out;
reg scanline;
reg [5:0] r;
reg [5:0] g;
reg [5:0] b;
always @(*) begin
    if (COLOR_DEPTH == 6) begin
        b = sd_out[5:0];
        g = sd_out[11:6];
        r = sd_out[17:12];
    end else if (COLOR_DEPTH == 2) begin
        b = {3{sd_out[1:0]}};
        g = {3{sd_out[3:2]}};
        r = {3{sd_out[5:4]}};
    end else if (COLOR_DEPTH == 1) begin
        b = {6{sd_out[0]}};
        g = {6{sd_out[1]}};
        r = {6{sd_out[2]}};
    end else begin
        b = { sd_out[COLOR_DEPTH-1:0], sd_out[COLOR_DEPTH-1 -:(6-COLOR_DEPTH)] };
        g = { sd_out[COLOR_DEPTH*2-1:COLOR_DEPTH], sd_out[COLOR_DEPTH*2-1 -:(6-COLOR_DEPTH)] };
        r = { sd_out[COLOR_DEPTH*3-1:COLOR_DEPTH*2], sd_out[COLOR_DEPTH*3-1 -:(6-COLOR_DEPTH)] };
    end
end
always @(posedge clk_sys) begin
    if(ce_x2) begin
        hs_out <= hs_sd;
        vs_out <= vs_in;
        if(vs_out != vs_in) scanline <= 0;
        if(hs_out && !hs_sd) scanline <= !scanline;
        if(!scanline || !scanlines) begin
            r_out <= r;
            g_out <= g;
            b_out <= b;
        end else begin
            case(scanlines)
                1: begin  
                    r_out <= {1'b0, r[5:1]} + {2'b00, r[5:2] };
                    g_out <= {1'b0, g[5:1]} + {2'b00, g[5:2] };
                    b_out <= {1'b0, b[5:1]} + {2'b00, b[5:2] };
                end
                2: begin  
                    r_out <= {1'b0, r[5:1]};
                    g_out <= {1'b0, g[5:1]};
                    b_out <= {1'b0, b[5:1]};
                end
                3: begin  
                    r_out <= {2'b00, r[5:2]};
                    g_out <= {2'b00, g[5:2]};
                    b_out <= {2'b00, b[5:2]};
                end
            endcase
        end
    end
end
reg [COLOR_DEPTH*3-1:0] sd_out;
(* ramstyle = "no_rw_check" *) reg [COLOR_DEPTH*3-1:0] sd_buffer[2*2**HCNT_WIDTH:0];
reg        line_toggle;
reg  [HCNT_WIDTH-1:0] hs_max;
reg  [HCNT_WIDTH-1:0] hs_rise;
reg  [HCNT_WIDTH-1:0] hcnt;
always @(posedge clk_sys) begin : b1
    reg hsD, vsD;
    if(ce_x1) begin
        hsD <= hs_in;
        if(hsD && !hs_in) begin
            hs_max <= hcnt;
            hcnt <= 0;
        end else begin
            hcnt <= hcnt + 1'd1;
        end
        if(!hsD && hs_in) hs_rise <= hcnt;
        vsD <= vs_in;
        if(vsD != vs_in) line_toggle <= 0;
        if(hsD && !hs_in) line_toggle <= !line_toggle;
        sd_buffer[{line_toggle, hcnt}] <= {r_in, g_in, b_in};
    end
end
reg  [HCNT_WIDTH-1:0] sd_hcnt;
reg        hs_sd;
always @(posedge clk_sys) begin : b2
    reg hsD;
    if(ce_x2) begin
        hsD <= hs_in;
        sd_hcnt <= sd_hcnt + 1'd1;
        if(hsD && !hs_in)     sd_hcnt <= hs_max;
        if(sd_hcnt == hs_max) sd_hcnt <= 0;
        if(sd_hcnt == hs_max)  hs_sd <= 0;
        if(sd_hcnt == hs_rise) hs_sd <= 1;
        sd_out <= sd_buffer[{~line_toggle, sd_hcnt}];
    end
end
endmodule
==> /design/flow/run.sh <==
#!/bin/bash
# OpenROAD 26Q1-2900-gdf79404cd8, Yosys 0.63+post, stock flow scripts
make -C /OpenROAD-flow-scripts/flow DESIGN_CONFIG=/design/flow/config.mk WORK_HOME=/design/flow/orfs finish
==> /design/flow/config.mk <==
export PLATFORM = sky130hd
export DESIGN_NAME = scandoubler
export DESIGN_NICKNAME = scandoubler
export VERILOG_FILES = /design/flow/design.v
export SDC_FILE = /design/flow/constraint.sdc
export NUM_CORES = 4
export LEC_CHECK = 1
export CORE_UTILIZATION = 30
export SYNTH_MEMORY_MAX_BITS = 65536
==> /design/flow/constraint.sdc <==
current_design scandoubler

set clk_period 9683.9
set clk_io_pct 0.2

create_clock -name clk0 -period $clk_period [get_ports {clk_sys}]

set non_clock_inputs [all_inputs -no_clocks]
set_input_delay [expr $clk_period * $clk_io_pct] -clock clk0 $non_clock_inputs
set_output_delay [expr $clk_period * $clk_io_pct] -clock clk0 [all_outputs]
==> impl_metrics.csv <==
group,metric,value,unit
cts,clk_latency,1430,ps
cells_and_area,syn_to_final_growth,16.0,%
setup_path,slowest_stage,"buf_4",
final_timing,fin_worst_skew,131,ps
cts,cts_sinks,18500,
routing,vias,365000,
setup_path,worstPathRequired,7747120,ps
final_timing,slew_headroom,-0.0231,
logic_synthesis,avgSynthCellArea,22.2,µm²
logic_synthesis,ys_cells,32200,
placement,routabilityCongestion,0.984,
routing,drt_first_iter_violations,27800,
final_timing,fin_tns_setup,0,ps
logic_synthesis,syn_area,0.713,mm²
setup_path,critPathTopFamily,"buffers and inverters",
worst_hold_path,hold-path-cell-count,2,
cts,numCtsBuffers,1838,
global_routing,grt_pass1_vias,398000,
setup_path,path_max_fanout,44,
global_routing,grt_max_degree,104,
worst_hold_path,min_to,"r_out[0]",
placement,hpwl,1660000,µm
cts,cts_resized,0,
setup_path,cp-start-kind,"input pin",
cts,cts.htree.levels,7,
outcome,outcome,"finished with violations",
final_timing,period_minus_slack,3875940,ps
setup_path,cpPeakStageDelay,740,ps
setup_path,path_cells,"buf_8 -> buf_4 -> buf_4 -> mux2_2 -> clkdlybuf4s50_1",
flow_run,cap_violations,2,
flow_run,warnings,40,
floorplan,die_h,1540,µm
global_routing,grt_pass1_wl,3360000,µm
floorplan,ios,46,
logic_synthesis,area_leaders,"edfxtp_1 (78%), mux4_2 (13%), mux2i_1 (2.4%)",
floorplan,die_w,1540,µm
final_timing,tightest_slew,1530,ps
cts,cts.clk_slew.worst_paths,60,ps
placement,place_area,0.767,mm²
global_routing,grt_antenna_before_repair,341,
setup_path,regToRegStartpoint,"sd_hcnt[2]",
logic_synthesis,synthFlopType,"edfxtp_1",
setup_path,rrSetupSlack,9674130,ps
setup_path,r2r-end,"sd_out[0]",
cts,root_buffer,"clkbuf_16",
cts,holdBufCountCts,0,
logic_synthesis,yosys.area.top_type,"edfxtp_1",
global_routing,gr-total-overflow,0,
power_and_ir_drop,p_per_area,0.215,mW/mm²
logic_synthesis,edf_count,18500,
setup_path,end_kind,"primary output",
final_timing,slew_viol_final,18,
routing,detail-route-antenna-nets,0,
floorplan,core_util_floorplan,0.301,
logic_synthesis,synth_warnings,1,
routing,drc,0,
setup_path,worstRegToRegCells,15,
logic_synthesis,ys_seq_frac,0.780,
placement,port_buffers,45,
setup_path,crit_path_frequent_cell,"buf_4",
setup_path,crit_buf_inv,4,
logic_synthesis,numSynthFlops,18500,
outcome,violations,"max-capacitance violations, max-slew violations",
logic_synthesis,ys_async_sr_fraction,0,
cts,cts_tree,"done",
cts,cts_setup_buffers,0,
logic_synthesis,yosysUniqueCellTypes,101,
cells_and_area,layout-drive-gt1-share,0.300,
cells_and_area,finalNonFillerCells,68600,
floorplan,placementRows,566,
routing,wl_per_cell,36.6,µm
worst_hold_path,hold_path.class,"register to register",
final_timing,finalSetupViolations,0,
setup_path,cp.arrival,1939160,ps
logic_synthesis,yosys_area,0.713,mm²
final_timing,min_period_over_period,0.400,
final_timing,rsz0062_at_grt,"no",
logic_synthesis,top_area_frac,0.780,
cells_and_area,final_cell_area,0.827,mm²
routing,routed_wl,2510000,µm
power_and_ir_drop,vdd_drop_max,0.205,µV
final_timing,final_hold_viol_count,0,
final_timing,max_freq,0.000258,GHz
setup_path,criticalPathCategory,"input pin to primary output",
routing,firstDrtPassIters,8,
routing,vias_per_cell,5.32,
worst_hold_path,min_from,"sd_out[12]",
cts,clock_path_buffers,6,
global_routing,grt_use_total,0.224,
logic_synthesis,synth_cells,32200,
floorplan,die-area,2.38,mm²
floorplan,core_area,2.37,mm²
placement,dp.cells,64600,
power_and_ir_drop,p_leak,0.257,µW
==> sequential cells by signal, summed over array words and instances (netlist names) <==
signal	cells
b1.hsD	1
sd_buffer	18432
hs_max	9
b_out	6
g_out	6
hs_sd	1
b1.vsD	1
scanline	1
hcnt	9
line_toggle	1
r_out	6
hs_rise	9
hs_out	1
vs_out	1
b2.hsD	1
sd_out	18
sd_hcnt	9
==> area by class of cell <==
type	count	area, µm²
sequential	18500	556000
antenna	653	1630
fill	214000	1550000
multi-input combinational	11600	149000
timing repair buffer	2951	23100
tap	31500	39400
clock buffer	2186	47800
inverter	28	155
clock inverter	1104	10500
==> cell families (layout without fill, tap and decap cells) <==
group,Yosys count,count (layout),share of synthesized area
buffers and inverters,2031,6269,0.0175
adder cells (fa/ha/maj),26,26,0.000488
AND-OR/OR-AND,3202,3202,0.0312
multiplexers,5908,5908,0.156
XOR/XNOR,39,39,0.000479
other,0,653,0
AND/OR/NAND/NOR,2455,2455,0.0146
flip-flops,18500,18500,0.780
==> per-layer routing <==
metal,up-vias,track usage,routed length [µm]
met1,183000,0.177,625000
met2,32300,0.299,1070000
met4,520,0.141,196000
met5,-,0.105,26800
li1,143000,-,-
met3,5825,0.246,597000
==> tightest hold or removal path, stage by stage, from the launching register on <==
cell      delay, ps
edfxtp_1        330
nand2_1          60
o21ai_0          90
==> layout by cell type (no fill, tap or decap), types with 352 or more instances in the layout <==
master         n
a21oi_1      672
o21ai_0      352
clkbuf_16   1862
mux2i_1     1695
edfxtp_1   18500
a22oi_1      592
mux4_2      4071
nor2_2      1000
clkinv_2     360
diode_2      653
buf_4       2846
nand2_1      539
clkinv_1     399
==> where the power goes <==
group / switching [µW] / internal, µW / total (µW)
clock: 29.9 / 40.2 / 70.1
sequential: 0.0607 / 88.2 / 88.5
combinational: 14.0 / 5.39 / 19.5
==> synthesized netlist by cell type (36+ instances only) <==
master     number
nand2_1       615
buf_6         216
nor3_1         74
edfxtp_1    18500
a22oi_1       592
nand3_1       183
buf_2         590
buf_4         235
nor2b_1        36
a2111oi_0      42
a22o_1         97
a21oi_1       675
mux2i_1      1697
clkbuf_1      690
o22ai_1       284
mux4_1         69
mux4_2       4071
nand4_1        43
a221oi_1      331
buf_8          97
nor2_1       1283
o21ai_0       364
and3_1         49
a211oi_1      163
o221ai_1      215
buf_1         137
mux2_2         71
o211ai_1       75
a31oi_1        72
==> through the flow <==
stage | hold WS (ps) | util | power (µW) | worst slack [ps]
after floorplan | 417 | - | 98.3 | 5809670
after global placement | 601 | 0.323 | 109 | 5807990
after detailed placement | 586 | 0.323 | 109 | 5807960
after CTS | 597 | 0.348 | 178 | 5807970
after global routing | 628 | 0.348 | 182 | 5807910
final | 599 | 0.349 | 178 | 5807960
==> how the worst max path moves through the flow <==
stage | end | cells past startpoint | startpoint | slack (ps)
CTS | SD_r_o[1] | 5 | r_in[1] | 5807970
global route | SD_r_o[1] | 5 | r_in[1] | 5807910
finish | SD_r_o[1] | 5 | r_in[1] | 5807960
No activity file was given, so power comes from the tool's default toggle rates.
